<file path="design/flow/config.mk">
export PLATFORM = sky130hd
export DESIGN_NAME = Adder16
export DESIGN_NICKNAME = Adder16
export VERILOG_FILES = /design/flow/design.v
export SDC_FILE = /design/flow/constraint.sdc
export NUM_CORES = 4
export LEC_CHECK = 1
export CORE_AREA = 10 10 77 77
export DIE_AREA = 0 0 87 87
</file>
<file path="design/flow/constraint.sdc">
current_design Adder16

set clk_period 8.4
set clk_io_pct 0.2

create_clock -name clk0 -period $clk_period

set non_clock_inputs [all_inputs -no_clocks]
set_input_delay [expr $clk_period * $clk_io_pct] -clock clk0 $non_clock_inputs
set_output_delay [expr $clk_period * $clk_io_pct] -clock clk0 [all_outputs]
</file>
<file path="design/flow/design.v">
module Adder16(
	input wire [15:0] A,
	input wire [15:0] B,
	output reg [15:0] Y,
	output reg Cout
);
always @* {Cout,Y} = A + B;
endmodule
</file>
<file path="design/flow/run.sh">
#!/bin/bash
# OpenROAD 26Q1-2900-gdf79404cd8, Yosys 0.63+post, stock flow scripts
make -C /OpenROAD-flow-scripts/flow DESIGN_CONFIG=/design/flow/config.mk WORK_HOME=/design/flow/orfs finish
</file>
==> reports/qor.csv <==
stage,metric,value,unit
grt,antenna_found_initial,0,
floorplan,die-area,0.00757,mm2
place,placed_area,0.00137,mm2
detailed_routing,dr_total_vias,967,
detailed_routing,wl_per_cell,13.1,um
layout,design_area,0.00137,mm2
floorplan,rows,24,
synth,netlist_area,856,um2
layout,clkbuf_count,0,
power,power_frac_seq,0,%
final_timing,max_freq,167,MHz
detailed_routing,wl,2.65,mm
cts,cts_resized,0,
final_timing,maxSlewHeadroom,64.2,%
synth,synth_cell_type_count,39,
grt,grt_pass1_vias,965,
power,p_sw_share,38.3,%
final_timing,fin_crit,5.97,ns
worst_setup_path,critPathArrivalTime,4.29,ns
detailed_routing,drc,0,
final_timing,finalHoldViolCount,0,
final_timing,tns,0,ns
layout,utilization,31.4,%
flow_run,maxCapViolations,0,
floorplan,fp_util,19.7,%
floorplan,ios,49,
place,port_buffers,49,
place,hpwl,2.32,mm
worst_setup_path,criticalPathCategory,in2out,
run_status,status,completed,
synth,yosysTopAreaCell,ha_1,
synth,area_leaders,"ha_1 (23%), a21o_1 (7.9%), xnor2_1 (6.1%), xor2_1 (4.1%), a21oi_1 (3.5%)",
power,p_clk_share,0,%
worst_setup_path,start_kind,input pin,
detailed_routing,dr.pass1.iters,4,
grt,grt_overflow,0,
synth,synth_top_area_share,23.4,%
final_timing,period_used_share,71.1,%
synth,ys_seq_share,0,%
power,power.internal,0.0666,mW
layout,area_growth,59.6,%
floorplan,core_area,0.00435,mm2
hold_path,hold-path-cell-count,3,
layout,flop-count,0,
power,vdd_ir_drop_max,24.2,uV
synth,ys_warn_count,1,
final_timing,final_max_slew_viol_count,0,
grt,grtUsageTotal,6.78,%
power,p_per_area,79.0,mW/mm2
detailed_routing,antenna_left,0,
cts,holdBufCountCts,0,
hold_path,hp-class,in2out,
power,p_switching,0.0414,mW
power,combPwrFrac,100.0,%
layout,regArea,0,um2
worst_setup_path,path_max_fanout,3,
detailed_routing,avgViaCountPerCell,4.76,
layout,final_layout_size_suffix_gt1_share,3.97,%
final_timing,rsz0062_at_grt,false,
place,gp_congestion,0.775,
detailed_routing,antennaDiodeCount,0,
grt,grt_pass1_wl,4.46,mm
synth,postSynthAreaPerCell,7.78,um2
flow_run,warnings,32,
final_timing,max_slew.worst_pin.slew,0.535,ns
final_timing,setup_violations,0,
synth,syn_inst,110,
worst_setup_path,end_kind,primary output,
worst_setup_path,cp.required,6.72,ns
floorplan,chipWidth,87,um
synth,ys_cells,110,
grt,grt_max_degree,12,
cts,post_cts_buffers,0,
detailed_routing,first_iter_violations,25,
synth,yosys_area,856,um2
floorplan,die_h,87,um
power,p_leak,0.584,nW
[power groups by stage]
stage                 logic (mW)  registers (mW)  clock network, mW
after CTS                  0.110               0                  0
after global routing       0.121               0                  0
final                      0.108               0                  0
[placed cells by master (no fill, tap or decap), types with 2 or more instances in the layout]
cell,count
nor4_1,3
a41oi_1,2
o21ai_0,4
ha_1,16
inv_1,4
nand2_1,4
nor2_1,3
o211ai_1,3
xor2_1,4
a21oi_2,2
nand3_1,3
nand4_1,2
nor3_1,3
clkdlybuf4s50_1,49
and3_1,4
xnor2_1,6
a21oi_1,6
a221oi_2,2
nor2b_1,2
a21o_1,9
a211oi_1,4
[stage by stage]
step / hold WS (ns) / total power [mW] / std cells / setup slack [ns]
5_1_grt: 4.43 / 0.121 / 203 / 2.28
6_report: 4.38 / 0.108 / 203 / 2.43
4_1_cts: 4.40 / 0.110 / 203 / 2.40
3_5_place_dp: 4.40 / 0.110 / 203 / 2.40
2_1_floorplan: 3.43 / 0.0529 / 110 / 3.49
3_3_place_gp: 4.40 / 0.111 / 203 / 2.45
[Yosys cell counts, drive strengths merged, types with 2 or more instances]
| library cell | n |
|---|---|
| nor2 | 3 |
| nand2 | 4 |
| nand4 | 2 |
| a21oi | 8 |
| o21ai | 5 |
| nand3 | 3 |
| a221oi | 2 |
| and3 | 4 |
| buf | 7 |
| xnor2 | 6 |
| xor2 | 4 |
| nor4 | 3 |
| a41oi | 2 |
| nor2b | 2 |
| nor3 | 3 |
| o211ai | 3 |
| o21bai | 2 |
| inv | 4 |
| a211oi | 4 |
| a21o | 9 |
| ha | 16 |
| o311ai | 2 |
[logic make-up (layout without fill, tap and decap cells)]
group                      after synthesis  in the layout  share of synthesized area [%]
adders and majority gates               17             17                           25.7
AOI/OAI and AO/OA                       44             44                           39.9
buffers and inverters                   12             53                           7.02
and+or+nand+nor                         27             27                           17.1
xor gates and xnor gates                10             10                           10.2
[worst max-delay path, stage by stage]
cell and delay (ns):
clkdlybuf4s50_1 0.40, ha_1 0.24, fa_1 0.41, a21o_1 0.22, a221oi_2 0.38, o21ai_2 0.14, o311ai_1 0.29, clkdlybuf4s50_1 0.52
[worst paths after layout]
check                 start    end  slack, ns
worst min-delay path   B[0]   Y[0]       4.38
worst max-delay path   A[0]  Y[14]       2.43
[per-layer routing]
layer | vias to the layer above | track usage [%] | part of all wire [%] | wire length [um]
met5 | - | 0 | 0 | 0
met4 | 0 | 0 | 0 | 0
met3 | 0 | 1.79 | 9.6 | 254
met2 | 26 | 11.5 | 48 | 1260
met1 | 420 | 8.92 | 43 | 1140
li1 | 521 | - | - | -
[final cells by class]
class / instances / area (um2)
fillers: 456 / 2990
inverters: 4 / 15.0
multi-input cells: 98 / 796
well taps: 52 / 65.1
repair buffers: 49 / 490
Power and IR drop assume default switching activity.
