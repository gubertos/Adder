**flow/run.sh**
```bash
#!/bin/bash
# OpenROAD 26Q1-2900-gdf79404cd8, Yosys 0.63+post, stock flow scripts
make -C /OpenROAD-flow-scripts/flow DESIGN_CONFIG=/design/flow/config.mk WORK_HOME=/design/flow/orfs finish
```
**flow/config.mk**
```make
export PLATFORM = sky130hd
export DESIGN_NAME = DFlipFlop_x16
export DESIGN_NICKNAME = DFlipFlop_x16
export VERILOG_FILES = /design/flow/design.v
export SDC_FILE = /design/flow/constraint.sdc
export NUM_CORES = 4
export LEC_CHECK = 1
export CORE_AREA = 10 10 78 78
export DIE_AREA = 0 0 88 88
```
**flow/constraint.sdc**
```tcl
current_design DFlipFlop_x16

set clk_period 1.0
set clk_io_pct 0.2

create_clock -name clk0 -period $clk_period [get_ports {clk}]

set non_clock_inputs [all_inputs -no_clocks]
set_input_delay [expr $clk_period * $clk_io_pct] -clock clk0 $non_clock_inputs
set_output_delay [expr $clk_period * $clk_io_pct] -clock clk0 [all_outputs]
```
**flow/design.v**
```verilog
module DFlipFlop_x16(
	input wire [15:0] D,
	input wire clk,
	input wire rst,
	output reg [15:0] Q
);
always @(posedge clk or posedge rst)
begin
	if(rst)
		Q = 0;
	else
		Q = D;
end
endmodule
```
==> results.toml <==
# generated from flow reports
[drt]
drt-vias-per-instance = 2.579
num_antenna_cells = 0
finalWirelength_um = 1324
dr_total_vias = 276
ant_nets = 0
drt-initial-drc-count = 0
wl_per_cell_um = 12.37
dr.pass1.iters = 1
drc = 0

[cts]
hold_buffers = 0
cts.clk_slew.worst_paths_ns = 0.06
tritoncts = "built"
numCtsBuffers = 3
postCtsSetupBuffers = 0
clockBufferDepth = 2
clock-sinks = 16
htreeDepth = 1
cts_root_buf = "clkbuf_8"

[outcome]
status = "completed"

[synth]
synth-seq-cells = 16
synth_warnings = 1
ys_chip_area_um2 = 404.1
synthCells = 17
ys_types = 2
synth_area_um2 = 404.1
syn_avg_cell_area_um2 = 23.77
synth_stat.cells = 17
synth_seq_share_pct = 99.07

[cells_and_area]
synthToLayoutAreaGrowth_pct = 97.83
drive_above_1_share_pct = 36.36
final_cell_area_um2 = 799.5
final_util_pct = 18.11
largest_register_ffs = 16
comb_cells = 0
mi_logic_area_um2 = 0

[global_route]
grt_max_degree = 17
grt-ovfl-total = 0
grt_pass1_wl_um = 1911
grt_antenna_before_repair = 0
groute.usage.overall_pct = 3.329
grt_pass1_vias = 310

[die]
die_y_um = 88
core-area_mm2 = 0.004414
die-area_mm2 = 0.007744
row_count = 24
die_width_um = 88
pin_count = 34
floorplan.core_util_pct = 9.155

[setup_path]
path_delay_family = "flip-flops"
max_stage_delay_ns = 0.36
crit_fanout = 1
cp_slowest_cell = "dfrtp_1"
worst-setup-path-type = "flop to output pin"
critical_path_arrival_ns = 0.77
crit_chain = "clkdlybuf4s15_1"
required_ns = 0.80
start_kind = "flop"
crit_buf_inv = 1
end_kind = "output pin"

[placed_design]
io_buffers = 33
hpwlAfterDp_um = 1139
gp_congestion = 0.6796
place_area_um2 = 819.5

[power]
vdd_drop_max_v = 0.0003313
power_density_mw_per_mm2 = 1714
p_leak_nw = 0.3620

[job]
tool_warnings = 26
maxCapViolCount = 0

[sta]
max_freq_mhz = 1032
finalHoldViolCount = 0
fin_tns_setup_ns = 0
drv_slew = 0
relSlewSlack_pct = 93.49
fin_crit_sh_pct = 96.92
period_minus_slack_ns = 0.9692
tightest_slew_ns = 0.09766
setup_viol = 0
grt_setup_unrepaired = "false"

[hold_path]
hold_class = "input pin to asynchronous set/reset pin"
-- layout make-up --
class | count | area [um^2]
Clock buffer | 4 | 55.05
Inverter | 1 | 3.754
Timing Repair Buffer | 34 | 275.3
Sequential cell | 16 | 400.4
Tap cell | 52 | 65.06
Fill cell | 459 | 3615
-- synth_stat cells --
library cell,number,share of area (%)
dfrtp_1,16,99
inv_1,1,0.93
-- power breakdown --
part	switching, mW	internal [mW]
Combinational	0.0294	0.0870
Sequential	0.00756	0.680
Clock	0.218	0.349
Total	0.255	1.12
-- timing repair --
action / 4_1_cts / 5_1_grt
endpoints found under the setup margin: 16 / 9
endpoints found under the hold margin: 0 / 0
resized: 40 / 9
-- worst min-delay path: cells and delay by family --
family | cells | cell delay (ns)
buffers and inverters | 3 | 0.66
-- per-stage QoR --
step	power, mW	instances	hold WS (ns)	worst slack (ns)
2_1_floorplan	0.7006	17	0.1137	0.4879
3_3_place_gp	0.8506	103	0.5279	0.005462
3_5_place_dp	0.8523	103	0.5375	0.006488
4_1_cts	1.422	107	0.2719	-0.01389
5_1_grt	1.443	107	0.2929	0.003899
6_report	1.370	107	0.2699	0.03084
-- worst paths after layout --
check	startpoint	end	depth (start not counted)
max in group asynchronous	rst	Q[13]	3
worst max-delay path	Q[5]	Q[5]	1
min in group clk0	D[10]	Q[10]	1
worst min-delay path	rst	Q[5]	3
-- cell usage in the layout (no fill, tap or decap) --
master,instances
clkbuf_2,9
buf_2,6
dfrtp_1,16
inv_1,1
buf_12,1
clkdlybuf4s15_1,1
clkdlybuf4s50_1,17
clkbuf_8,4
-- layer usage --
layer	wire, um	share of wire [%]	GRT usage, %	up-vias
li1	-	-	-	126
met1	492	37	3.676	130
met2	646	49	5.291	18
met3	180	14	2.245	2
met4	5	0.38	0.5797	0
met5	0	0	0	-
-- kinds of logic (layout without fill, tap and decap cells) --
group,Yosys count,in the layout,share of synthesized area (%)
buf+inv,1,39,0.9279
flops,16,16,99.07
No activity file was given, so power comes from the tool's default toggle rates.
